`/design/flow/constraint.sdc`:
```
current_design dual_port_RAM

set clk_period 2.9
set clk_io_pct 0.2

create_clock -name clk0 -period $clk_period [get_ports {clk}]

set non_clock_inputs [all_inputs -no_clocks]
set_input_delay [expr $clk_period * $clk_io_pct] -clock clk0 $non_clock_inputs
set_output_delay [expr $clk_period * $clk_io_pct] -clock clk0 [all_outputs]
```
`/design/flow/config.mk`:
```
export PLATFORM = sky130hd
export DESIGN_NAME = dual_port_RAM
export DESIGN_NICKNAME = dual_port_RAM
export VERILOG_FILES = /design/flow/design.v
export SDC_FILE = /design/flow/constraint.sdc
export NUM_CORES = 4
export LEC_CHECK = 1
export CORE_UTILIZATION = 40
```
`/design/flow/design.v`:
```
module dual_port_RAM   #(
                    parameter DATA_W           = 8                    ,         
                    parameter DEPTH            = 8                    ,         
                    parameter ADDR_W           = $clog2 (DEPTH)                 
                 )
                 (
                    input  logic                  clk                 ,         
                    input  logic                  i_wren              ,         
                    input  logic [ADDR_W - 1 : 0] i_waddr             ,         
                    input  logic [DATA_W - 1 : 0] i_wdata             ,         
                    input  logic [ADDR_W - 1 : 0] i_raddr             ,         
                    output logic [DATA_W - 1 : 0] o_rdata                       
                 );
(* ram_style ="block" *)
logic [DATA_W - 1 : 0] data_rg [DEPTH] ;         
always @ (posedge clk) begin
   if (i_wren) begin                          
      data_rg [i_waddr] <= i_wdata  ;      
   end
end
always @ (posedge clk) begin
   o_rdata <= data_rg [i_raddr] ;
end
endmodule
```
`/design/flow/run.sh`:
```
#!/bin/bash
# OpenROAD 26Q1-2900-gdf79404cd8, Yosys 0.63+post, stock flow scripts
make -C /OpenROAD-flow-scripts/flow DESIGN_CONFIG=/design/flow/config.mk WORK_HOME=/design/flow/orfs finish
```
==> CHANGELOG.md <==
### Metrics

* Status: finished with violations
* Failing checks: design-rule violations
* P per Cell Area at 605.3 nW/um2
* Hold-fix buffers, CTS at 0
* DR pass1 iterations at 51
* Critical-path cell list: clkdlybuf4s50_1, buf_4, mux4_1, mux2_2
* Cts bufs inserted at 9
* Postcts setup bufs at 0
* CP bufs+invs at 2
* Post-DR wirelength/cell at 18.23 um
* WP depth at 4
* Critical path required time at 3.12 ns
* Worst reg2reg setup slack at 1.64 ns
* Post-Route WL at 4320 um
* Hold depth at 2
* Via density at 5.211
* CTS Sinks at 72
* Cell family with most CP delay: multiplexers
* WS Path Type: input pin to flop
* N_diodes at 0
* Area contributors post-synth: edfxtp_1 71%, mux4_1 15%, dfxtp_1 6.0%
* Cell Type Count at 14
* Filler instances at 508
* Insertion Delay late pin at 0.34 ns
* CP max FO at 16
* Chip area in the Yosys report at 2691 um2
* Clock root cell: clkbuf_8
* GR Overflow Total at 0
* Max-area cell share at 71.41%
* Area Overhead vs Synth at 19.85%
* Crit. Startpoint: i_raddr[0]
* Worst VDD drop at 0.1783 mV
* Die area at 7060 um2
* DRT iter0 DRCs at 55
* Crit-path max cell delay at 0.59 ns
* Gr usage total at 14.30%
* Reg2reg end: o_rdata[6]$_DFF_P_
* Worst Hold Endpoint: o_rdata[4]$_DFF_P_
* GP Congestion at 0.7412
* CP Launch Type: input pin
* Slew HR at 69.36%
* Vias in the first global route at 1311
* RSZ-0062 raised after global routing: no
* Top cell type by total area after synthesis: edfxtp_1
* Worst-Margin Slew at 0.4582 ns
* Synth warnings at 1
* Cycle use final at 67.76%
* Height of the die at 84.03 um
* FP Util at 41.91%
* Critical R2R Launch: data_rg[1][6]$_DFFE_PP_
* Clock slew at reported path FFs at 0.06 ns
* IO Pins at 24
* Layout cells sized above 1 at 20.00%
* Tool warnings at 25
* Avg Inst Size Synth at 23.61 um2
* Slew Viols, Final at 0
* Via count at 1235
* Clk_skew at 0.006280 ns
* Core area at 6422 um2
* Synth Instances at 114
* Global-route wire length before repair at 6699 um
* ANT nets after route at 0
* Max-cap violation count at 0
* IO buf count at 23
* CTS resizes at 0
* Largest net degree at the start of global routing at 17
* Synth flops at 72
* Post-layout min period at 1.965 ns
* CTS tree: done
* Maximum clock frequency at 508.9 MHz
* Hold Vio Cnt, Final at 0
* DR DRC count at 12
* Sequential area share after synthesis at 77.36%
* Final Setup Violations at 0
* Crit. End Element: flop
* Row count at 29
* H-tree depth at 3
* Setup TNS at 0 ns
* Max Buffers Root-to-Sink at 2
* Hold_ws at 0.6692 ns
* Leakage at 1.101 nW
* Die W at 84.03 um
* Hold Path Class: flop to flop
* Critical path's slowest cell: mux4_1
* # Cells Yosys at 114
* Arrival @ worst endpoint at 2.19 ns
* R2r worst-path depth at 2
* Initial antenna violation count at 0
* Post-synthesis instance area at 2691 um2
* Hold Path Origin: data_rg[7][4]$_DFFE_PP_
-- state kept, by name, summed over array words and instances (netlist names) --
| signal | count |
|---|---|
| data_rg | 64 |
| o_rdata | 8 |
-- cells in the mapped netlist, drive strengths merged --
| cell type | n |
|---|---|
| mux2 | 8 |
| buf | 4 |
| clkbuf | 1 |
| nor2 | 6 |
| dfxtp | 8 |
| edfxtp | 64 |
| nand2 | 2 |
| mux4 | 16 |
| nand2b | 3 |
| nor3 | 2 |
-- worst reg2reg max path, cell delays in order, from the launching register on --
cell and delay, ns:
edfxtp_1 0.37, mux4_1 0.51, mux2_2 0.27
-- routing by layer --
metal  wire length, um  global-route usage (%)  vias to the layer above
li1                  -                       -                      561
met2              2354                   22.95                       54
met1              1531                   18.33                      616
met4                39                   2.821                        0
met3               395                   7.430                        4
met5                 0                   2.273                        -
-- logic make-up after synthesis --
group	count (synthesis)	synth area share, %
multiplexers	24	18.83
AND/OR/NAND/NOR	13	2.185
buffers and inverters	5	1.627
flip-flops	72	77.36
-- power breakdown --
part | internal (mW) | switching, mW
sequential | 1.17 | 0.00865
clock | 0.334 | 0.310
combinational | 0.0796 | 0.0488
total | 1.59 | 0.368
-- through the flow --
| step | utilization [%] | power, mW | cell area, um2 | worst slack (ns) | instances |
|---|---|---|---|---|---|
| 3_3_place_gp | 47.71 | 1.326 | 3064 | 0.6055 | 221 |
| 5_1_grt | 50.22 | 2.039 | 3226 | 0.9134 | 237 |
| 3_5_place_dp | 47.71 | 1.333 | 3064 | 0.5731 | 221 |
| 2_1_floorplan | - | 1.259 | 2691 | 1.159 | 114 |
| 6_report | 50.22 | 1.953 | 3226 | 0.9350 | 237 |
| 4_1_cts | 50.22 | 1.981 | 3226 | 0.9393 | 237 |
-- cells in the final DEF (no fill, tap or decap) --
cell type	synthesis	layout
edfxtp_1	64	64
clkdlybuf4s50_1	0	23
mux4_1	15	15
buf_4	0	12
clkbuf_8	0	10
mux2_2	8	8
dfxtp_1	8	8
nor2_1	6	6
clkbuf_1	1	5
nand2b_1	3	3
nand2_1	2	2
nor3_1	2	2
mux4_2	1	1
clkinv_2	0	1
-- cell type report --
class | instances | area, um2 | area share, %
clock buffers | 15 | 156.4 | 4.849
clock inverters | 1 | 5.005 | 0.1552
multi-input cells | 37 | 565.5 | 17.53
flip-flops and latches | 72 | 2082 | 64.55
well taps | 77 | 96.34 | 2.987
repair buffers | 35 | 320.3 | 9.930
-- worst max path at each step --
stage and endpoint:
6_report o_rdata[0]$_DFF_P_, 5_1_grt o_rdata[2]$_DFF_P_, 4_1_cts o_rdata[0]$_DFF_P_
No activity file was given, so power comes from the tool's default toggle rates.

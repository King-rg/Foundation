--- flow/design.v ---
module carry_lookahead_adder #(parameter N = 4) (
    input  logic [N-1:0] A,
    input  logic [N-1:0] B,
    input  logic         Cin,
    output logic [N-1:0] Sum,
    output logic         Cout
);
    logic [N-1:0] G;  
    logic [N-1:0] P;  
    logic [N:0]   C;  
    assign G = A & B;
    assign P = A | B;
    assign C[0] = Cin;
    genvar i;
    generate
        for (i = 0; i < N; i++) begin : carry_generation
            assign C[i+1] = G[i] | (P[i] & C[i]);
        end
    endgenerate
    assign Sum = A ^ B ^ C[N-1:0];
    assign Cout = C[N];
endmodule
--- flow/run.sh ---
#!/bin/bash
# OpenROAD 26Q1-2900-gdf79404cd8, Yosys 0.63+post, stock flow scripts
make -C /OpenROAD-flow-scripts/flow DESIGN_CONFIG=/design/flow/config.mk WORK_HOME=/design/flow/orfs finish
--- flow/config.mk ---
export PLATFORM = sky130hd
export DESIGN_NAME = carry_lookahead_adder
export DESIGN_NICKNAME = carry_lookahead_adder
export VERILOG_FILES = /design/flow/design.v
export SDC_FILE = /design/flow/constraint.sdc
export NUM_CORES = 4
export LEC_CHECK = 1
export CORE_AREA = 10 10 70 70
export DIE_AREA = 0 0 80 80
--- flow/constraint.sdc ---
current_design carry_lookahead_adder

set clk_period 2.2
set clk_io_pct 0.2

create_clock -name clk0 -period $clk_period

set non_clock_inputs [all_inputs -no_clocks]
set_input_delay [expr $clk_period * $clk_io_pct] -clock clk0 $non_clock_inputs
set_output_delay [expr $clk_period * $clk_io_pct] -clock clk0 [all_outputs]
==> results.cfg <==
; physical design summary
[grt]
grt_overflow = 0
antenna_found_initial = 0
grt_pass1_vias = 165
grt_usage = 0.0130
grt_pass1_wl_microns = 703
grt_max_degree = 2

[sta]
rsz0062_at_grt = yes
slew_violations = 0
finalSetupViolations = 3
tightest_slew_ns = 0.0812
max_slew_margin = 0.946
hold_viol = 0
tns_ns = -1.17
finalCriticalPeriod_ns = 2.77
finalClockPeriodUsage = 1.26
setup_ws_ns = -0.566
fmax_mhz = 361

[critical_path]
cp_max_fo = 1
end_kind = output pin
cp.arrival_ns = 2.33
crit_type = input port to output pin
crit_required_ns = 1.76
critPathLaunchType = input port

[route]
via_per_inst = 1.79
ant_nets = 0
routedWlPerCell_microns = 5.27
routed_wl_microns = 411
drc_errors = 0
drt_iter0_drc = 0
drt_pass1_iterations = 1
antenna_cells = 0
vias = 140

[power]
peakVddDrop_uv = 58.0
power.density_mw_per_mm2 = 192
p_leak_nw = 0.156

[run_status]
status = finished with violations
violations = negative setup slack

[finish]
layout_top_cell = inv_1
final_util = 0.0938
flop_area_sq_um = 0
nClkBuffers = 0
drive_above_1_share = 0.500
stdcell_area_sq_um = 320
ff_count = 0
final_cell_mix = 8 x inv_1, 6 x inv_2, 5 x clkdlybuf4s50_1, 4 x fa_2, 4 x buf_2
area_delta_synth_final_pct = 142

[floorplan]
dieArea_sq_mm = 0.00640
dieWidth_microns = 80
fp_util = 0.0388
coreArea_sq_mm = 0.00342
pin_count = 14
rows = 21
die_y_microns = 80

[synthesis]
yosysUniqueCellTypes = 2
yosys_cells = 18
synth_cells = 18
yosys_warnings = 0
ys_seq_frac = 0
syn_area_sq_um = 133
yosys_area_sq_um = 133
avgSynthCellArea_sq_um = 7.37

[placement]
port_buffers = 14
dpl.hpwl_microns = 416
pre_cts_slack_ns = -1.27
gp_congestion = 0.764
place_area_sq_um = 338

[cts]
post_cts_buffers = 0
holdBufCountCts = 0

[min_path]
hold_path.class = input port to output pin

[flow_run]
warnings = 35
max_cap_viol_count = 0
-- layout make-up --
class	count	area (sq um)
Multi-Input combinational cell	4	90.1
Fill cell	406	3100
Inverter	14	52.6
Timing Repair Buffer	14	120
Tap cell	46	57.6
-- synth_stat cells, drive strengths merged --
| cell type | count | area, sq um |
|---|---|---|
| fa | 4 | 80.1 |
| inv | 14 | 52.6 |
-- per-stage QoR --
step / std cells / total power [W] / hold WS (ns)
floorplan: 18 / 0.0000193 / 1.10
global placement: 78 / 0.0000695 / 1.94
detailed placement: 78 / 0.0000708 / 1.94
CTS: 78 / 0.0000584 / 1.63
global route: 78 / 0.0000734 / 1.60
finish: 78 / 0.0000614 / 1.55
-- per-layer routing --
metal	vias to the layer above	global-route usage	wire length (microns)
met3	0	0.0102	96
met5	-	0	0
met2	14	0.0185	107
met4	0	0	0
met1	58	0.0160	206
li1	68	-	-
-- worst max-delay path: stages --
cell	delay, ns
buf_6	0.07
inv_2	0.03
fa_2	0.38
fa_2	0.40
fa_2	0.34
fa_2	0.53
inv_2	0.03
buf_2	0.10
-- power breakdown --
part / internal [W] / switching [W] / total [W]
sequential: 0 / 0 / 0
clock: 0 / 0 / 0
combinational: 0.0000396 / 0.0000218 / 0.0000614
-- worst paths after layout --
check	from	end	slack (ns)	cells after the start
min	A[1]	Sum[1]	1.55	5
max	B[0]	Sum[3]	-0.57	8
-- logic make-up after synthesis --
group	count (synthesis)	share of synthesized area
buffers and inverters	14	0.396
adder cells (fa/ha/maj)	4	0.604
-- what timing repair did --
item | CTS | global route
resized | 27 | 5
pin swaps | 4 | 4
setup endpoints to repair | 5 | 3
Power and IR drop assume default switching activity.

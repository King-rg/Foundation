===== ./config.mk =====
export PLATFORM = sky130hd
export DESIGN_NAME = fifo
export DESIGN_NICKNAME = fifo
export VERILOG_FILES = /design/flow/design.v
export SDC_FILE = /design/flow/constraint.sdc
export NUM_CORES = 4
export LEC_CHECK = 1
export CORE_UTILIZATION = 30

===== ./constraint.sdc =====
current_design fifo

set clk_period 3.5
set clk_io_pct 0.2

create_clock -name clk0 -period $clk_period [get_ports {clk}]

set non_clock_inputs [all_inputs -no_clocks]
set_input_delay [expr $clk_period * $clk_io_pct] -clock clk0 $non_clock_inputs
set_output_delay [expr $clk_period * $clk_io_pct] -clock clk0 [all_outputs]

===== ./design.v =====
module fifo #(
    parameter DEPTH = 16,            
    parameter WIDTH = 8              
)(
    input wire                 clk,         
    input wire                 reset,       
    input wire                 wr_en,       
    input wire [WIDTH-1:0]     data_in,     
    output wire                full,        
    input wire                 rd_en,       
    output reg [WIDTH-1:0]     data_out,    
    output wire                empty        
);
    reg [WIDTH-1:0] mem [0:DEPTH-1];
    reg [$clog2(DEPTH)-1:0] wr_ptr;         
    reg [$clog2(DEPTH)-1:0] rd_ptr;         
    reg [$clog2(DEPTH+1)-1:0] fifo_cnt;     
    wire write = wr_en && !full;
    wire read  = rd_en && !empty;
    assign full  = (fifo_cnt == DEPTH);
    assign empty = (fifo_cnt == 0);
    always @(posedge clk or posedge reset) begin
        if (reset) begin
            wr_ptr   <= 0;
            rd_ptr   <= 0;
            fifo_cnt <= 0;
            data_out <= 0;
        end else begin
            if (write) begin
                mem[wr_ptr] <= data_in;
                wr_ptr      <= (wr_ptr == DEPTH - 1) ? 0 : wr_ptr + 1;
            end
            if (read) begin
                data_out <= mem[rd_ptr];
                rd_ptr   <= (rd_ptr == DEPTH - 1) ? 0 : rd_ptr + 1;
            end
            case ({write, read})
                2'b10: fifo_cnt <= fifo_cnt + 1;   
                2'b01: fifo_cnt <= fifo_cnt - 1;   
                default: fifo_cnt <= fifo_cnt;     
            endcase
        end
    end
endmodule

===== ./run.sh =====
#!/bin/bash
# OpenROAD 26Q1-2900-gdf79404cd8, Yosys 0.63+post, stock flow scripts
make -C /OpenROAD-flow-scripts/flow DESIGN_CONFIG=/design/flow/config.mk WORK_HOME=/design/flow/orfs finish

==> summary.txt <==
impl run done, here's what came out: fraction of layout cells with a size suffix above 1=0.124, element type at the critical path start=flip-flop, clock-pin slew on the worst setup and hold paths=around 50 ps, routed wire length per instance=slightly below 20 um, mean instance size in the synthesized netlist=14.3 um^2, worst endpoint data arrival time=between 3000 and 4000 ps, fraction of registers with async set or reset after synthesis=0.141, path class of the lowest-slack min-delay path=reg -> reg, detailed-route vias per instance=5.10, count of state elements after synthesis=about 150, switching fraction of total power=0.329, final count of negative-setup-slack endpoints=0, hold_buf cts=0, routed via count=roughly 3800, number of CTS-inserted buffers=17, WP data required=3800 ps, yosys adder share=0.0278, post-route setup TNS=0 ps, distinct cell type count after synthesis=51, Resized Gates After CTS=0, transition at the pin with the smallest max-transition slack=roughly 730 ps, number of ports placed on the die boundary=22, detailed router's first-iteration violation count=between 200 and 250, highest clock rate=~310 MHz, Netlist Area Pre-Place=approximately 0.0061 mm^2, Syn. warnings=2, Yosys chip area=roughly 0.006 mm^2, post-synthesis cell count=roughly 430, number of global-route vias before repair=around 4000, Min Clock Period, post-route=3180 ps, total die area=approximately 0.021 mm^2, largest fanout of any net on the critical path=12, leakage power summed over all cells=2.49 nW, Chip Height=~140 um, Core Box Area=just under 0.02 mm^2, portion of total power attributed to combinational logic=0.295, Port Buffers=21, DRC violation count after routing=0, die outline width=145 um, effective utilization at floorplan=0.311, setup skew after layout=around 8.6 ps, total routing resource utilization after global routing=0.151, post-layout instance count excluding filler cells=roughly 750, fraction of power consumed by sequential logic=0.399, Max Transition Viols Final=0, register area=around 0.0044 mm^2, final setup slack of the worst path=about 320 ps, PwrDens=~800 mW/mm^2, Antenna Diode Count=0, Final Power=~5.9 mW, worst slack, placed=276 ps, number of max-cap violations=0, global-route wire length before repair=around 23 mm, internal cell power=roughly 4 mW, most instantiated logic cells after routing=edfxtp_1 (128), nand2_1 (31), buf_4 (28), o21ai_0 (25), a22oi_1 (22), largest vdd supply drop=0.297 mV, H-tree depth=4, Post-CTS Repair Setup Buffers=0, clk buf depth=2, remaining global-route overflow=0, sequential area share after synthesis=0.713, total number of warnings across the stage logs=31, Area growth, synth to finish=19.9%, post-placement cell count=717, number of enable flip-flop cells=roughly 130, TritonCTS clock tree=yes, post-layout period usage of the worst path=0.908, count of fill cells added during filler insertion=roughly 1800, routed wire length=between 10 and 15 mm, part of the total power dissipated in the clock network=0.307, Clock Latency Late Sink=roughly 420 ps, crit path kind=reg -> reg, estimated wirelength of the detail-placed design=between 9 and 10 mm, count of clock tree sinks=approximately 150, Logic family by area=AND-OR/OR-AND gates, area share of and-or/or-and cells after synthesis=0.126, count of final hold-check violations=0, pin count of the biggest net entering global routing=31, result of the run=finished clean, initial antenna violation count=0, Dominant flop cell=edfxtp_1, endpoint class of the critical path=flip-flop, unrepaired setup endpoints after global routing=no, and+or+nand+nor area frac=0.0723, Root Buffer Master=clkbuf_16, net switching power of the design=between 1.5 and 2 mW, number of antenna-violating nets in the routed design=0, Final GP Congestion=between 0.8 and 0.9, iteration tally of the first detailed-router pass=5, count of standard-cell rows=51, total area of multi-input combinational cells=0.00159 mm^2, mux cell area share after synthesis=0.0245, cell count in the Yosys report=428, slew margin rel.=0.513, area share of xor/xnor cells in the synthesized design=0.00858, most used logic cell in the final layout=edfxtp_1
flip-flops by register name, summed over array words and instances (netlist names):
name / cells
data_out: 8
fifo_cnt: 5
rd_ptr: 4
wr_ptr: 4
mem: 128
Yosys cell counts, types with 3 or more instances:
master,count,area share
a21oi_1,14,0.011
xnor2_1,4,0.0057
mux2i_1,15,0.025
nand2b_1,5,0.0051
nand2_1,31,0.019
a32oi_1,4,0.0057
a211oi_1,4,0.0049
nand3_1,16,0.013
nor2b_1,3,0.0031
nor2_1,20,0.012
nor3_1,5,0.0041
ha_1,12,0.025
o22ai_1,7,0.0071
o21ai_1,5,0.0041
dfrtp_1,21,0.086
o21ai_0,25,0.020
o211ai_1,3,0.0037
a22oi_1,22,0.027
clkbuf_1,11,0.0067
a31oi_1,5,0.0051
inv_1,13,0.0080
buf_2,10,0.0082
or3_1,4,0.0041
a221oi_1,3,0.0043
a22o_1,4,0.0057
edfxtp_1,128,0.63
area by class of cell:
type                            instances  share of cell area
Clock buffer                           18              0.0584
Clock inverter                         14              0.0213
Inverter                               14             0.00715
Multi-Input combinational cell        240               0.216
Sequential cell                       149               0.595
Tap cell                              265              0.0451
Timing Repair Buffer                   49              0.0572
power by group through the flow:
stage	Sequential, mW	Combinational, mW	Clock (mW)
CTS	2.34	1.74	1.83
global route	2.37	1.93	1.91
finish	2.34	1.73	1.80
critical path: stages (launching register included):
cell	delay, ps
dfrtp_1	420
or4_4	580
o21ai_4	340
inv_2	70
ha_1	240
ha_1	340
nor2b_1	150
o21ai_0	230
a21oi_1	100
or3b_2	460
xnor2_1	140
path summary, 6_finish.rpt:
kind	startpoint	end	slack [ps]	cells after the start
setup / recovery	fifo_cnt[1]	fifo_cnt[4]	320	10
hold / removal	data_out[3]	data_out[3]	500	2
setup reg to reg	fifo_cnt[1]	fifo_cnt[4]	320	10
hold reg to reg	data_out[3]	data_out[3]	500	2
max in group asynchronous	reset	rd_ptr[2]	2370	3
min in group asynchronous	reset	data_out[4]	600	2
cells by family (layout without fill, tap and decap cells):
logic type / after synthesis / after routing
AND-OR/OR-AND: 113 / 113
XOR/XNOR: 6 / 6
adder cells (fa/ha/maj): 13 / 13
buffers and inverters: 39 / 95
flip-flops: 149 / 149
multiplexers: 15 / 15
AND/OR/NAND/NOR: 93 / 93
metrics by stage:
step	instance area, um^2	hold slack (ps)	utilization
after floorplan	6130	426	-
after global placement	6760	475	0.343
after detailed placement	6760	486	0.343
after CTS	7350	498	0.373
after global routing	7350	524	0.373
final	7350	495	0.373
layer usage:
layer	vias to the layer above	track usage	part of all wire
li1	1752	-	-
met1	1840	0.196	0.40
met2	208	0.216	0.45
met3	20	0.102	0.13
met4	0	0.0234	0.017
met5	-	0	0
Power and IR drop assume default switching activity.
